==> /design/flow/design.v <==
`default_nettype none
`timescale 1ns / 1ps
localparam CORDW = 10;   
module flag_sweden (
    input       logic [CORDW-1:0] sx,   
    input       logic [CORDW-1:0] sy,   
    output      logic [3:0] paint_r,   
    output      logic [3:0] paint_g,   
    output      logic [3:0] paint_b    
    );
    always_comb begin
        if (sy >= 400) begin   
            paint_r = 4'h0;
            paint_g = 4'h0;
            paint_b = 4'h0;
        end else if (sy > 160 && sy < 240) begin   
            paint_r = 4'hF;
            paint_g = 4'hC;
            paint_b = 4'h0;
        end else if (sx > 200 && sx < 280) begin   
            paint_r = 4'hF;
            paint_g = 4'hC;
            paint_b = 4'h0;
        end else begin   
            paint_r = 4'h0;
            paint_g = 4'h6;
            paint_b = 4'hA;
        end
    end
endmodule
==> /design/flow/run.sh <==
#!/bin/bash
# OpenROAD 26Q1-2900-gdf79404cd8, Yosys 0.63+post, stock flow scripts
make -C /OpenROAD-flow-scripts/flow DESIGN_CONFIG=/design/flow/config.mk WORK_HOME=/design/flow/orfs finish
==> /design/flow/config.mk <==
export PLATFORM = sky130hd
export DESIGN_NAME = flag_sweden
export DESIGN_NICKNAME = flag_sweden
export VERILOG_FILES = /design/flow/design.v
export SDC_FILE = /design/flow/constraint.sdc
export NUM_CORES = 4
export LEC_CHECK = 1
export CORE_AREA = 10 10 70 70
export DIE_AREA = 0 0 80 80
==> /design/flow/constraint.sdc <==
current_design flag_sweden

set clk_period 2.3
set clk_io_pct 0.2

create_clock -name clk0 -period $clk_period

set non_clock_inputs [all_inputs -no_clocks]
set_input_delay [expr $clk_period * $clk_io_pct] -clock clk0 $non_clock_inputs
set_output_delay [expr $clk_period * $clk_io_pct] -clock clk0 [all_outputs]
==> out/qor.csv <==
stage;metric;value;unit
drt;dr.pass1.iters;1;
sta;fin_crit_sh;0.9635;
logic_synthesis;ys_cells;29;
logic_synthesis;synth_top_area_share;0.3214;
floorplan;initial_core_util;0.06154;
worst_setup_path;cp_data_required_time;1.84;ns
floorplan;rows;21;
logic_synthesis;yosysWarnings;1;
floorplan;fp.dieH;80;um
sta;finalSetupViolations;0;
floorplan;die_w;80;um
global_route;grt_usage;0.02863;
final_layout;flop_area;0;um^2
placement;gp_congestion;0.7588;
global_route;antenna_found_initial;1;
worst_hold_path;min_from;sy[6];
pwr;peakVddDrop;0.03468;mV
global_route;grt_pass1_vias;329;
floorplan;core;0.003416;mm^2
global_route;grt_max_degree;6;
global_route;grt_pass1_wl;1518;um
final_layout;area_growth;156.5;%
logic_synthesis;yosys.stat.chipArea;210.2;um^2
sta;whs;1.494;ns
drt;vias;303;
worst_setup_path;end_kind;output port;
worst_hold_path;whs_path_depth;6;
logic_synthesis;top_cell;buf_4;
logic_synthesis;synth.distinct_cells;17;
placement;io_buffers;29;
placement;post-dp-hpwl;939.7;um
logic_synthesis;yosysTopAreaCell;buf_4;
global_route;grt_overflow;0;
sta;period_needed;2.216;ns
sta;hold_violations;0;
flow_run;warning_count;32;
logic_synthesis;topCellsByArea;buf_4 32%, a21oi_1 7.1%, nor4b_2 7.1%;
drt;drc;0;
pwr;p_leak;0.2437;nW
logic_synthesis;syn_avg_cell_area;7.248;um^2
final_layout;fillers;393;
worst_setup_path;cp.arrival;1.76;ns
drt;drt_iter0_markers;0;
worst_hold_path;hp-class;input pin to output port;
worst_setup_path;critPathKind;input pin to output port;
drt;ant_nets;0;
logic_synthesis;ys_seq_frac;0;
drt;finalWirelength;1067;um
worst_hold_path;whs_endpoint;paint_r[3];
pwr;power_density;123.6;mW/mm^2
clock_tree;cts_hold_buffers;0;
sta;fmax;0.4513;GHz
flow_run;max_cap_viol_count;0;
floorplan;die_area;0.006400;mm^2
floorplan;pin_count;32;
status;status;finished clean;
final_layout;drive_gt1_frac;0.4909;
worst_setup_path;cp-start-kind;input pin;
drt;via_per_inst;2.971;
sta;fin_tns_setup;0;ns
sta;drv_slew;0;
final_layout;clkbuf_count;0;
logic_synthesis;syn_inst;29;
logic_synthesis;synthTopCellsByCount;9 x buf_4, 3 x a21oi_1, 2 x and3_1, 2 x or3_1;
drt;post_drt_wl_per_cell;10.46;um
sta;rsz0062_at_grt;no;
worst_setup_path;cp_max_fo;5;
logic_synthesis;synthesis.area;210.2;um^2
final_layout;combGateArea;210.2;um^2
final_layout;flops;0;
per-stage QoR:
| step | area, um^2 | power, W | setup WS, ns | util | cells |
|---|---|---|---|---|---|
| CTS | 506.7 | 0.00006521 | 0.0003577 | 0.1484 | 101 |
| floorplan | 217.7 | 0.00002124 | 0.2947 | - | 31 |
| finish | 539.3 | 0.00006664 | 0.08398 | 0.1579 | 102 |
| global placement | 520.5 | 0.00007044 | -0.6322 | 0.1524 | 100 |
| detailed placement | 520.5 | 0.00007153 | -0.6637 | 0.1524 | 100 |
| global route | 539.3 | 0.00007424 | 0.007512 | 0.1579 | 102 |
layer usage:
| layer | routed length (um) | track usage | vias up |
|---|---|---|---|
| met2 | 487 | 0.04815 | 19 |
| met3 | 193 | 0.01932 | 0 |
| li1 | - | - | 151 |
| met1 | 386 | 0.03098 | 133 |
| met5 | 0 | 0 | - |
| met4 | 0 | 0 | 0 |
power breakdown:
group	internal, W	switching, W	total (W)
combinational	0.0000439	0.0000227	0.0000666
clock	0.0000000000581	0	0.0000000000581
sequential	0	0	0
worst max-delay path: stages:
cell,delay [ns]
dlygate4sd2_1,0.24
or3_1,0.30
o31a_1,0.26
o211ai_2,0.18
buf_4,0.15
a21oi_4,0.06
buf_2,0.11
cell usage in the layout (no fill, tap or decap), types with 2 or more instances in the layout:
| cell | netlist | final |
|---|---|---|
| dlygate4sd2_1 | 0 | 6 |
| clkdlybuf4s50_1 | 0 | 6 |
| clkbuf_2 | 0 | 3 |
| buf_2 | 0 | 8 |
| buf_4 | 9 | 4 |
| clkdlybuf4s15_1 | 0 | 3 |
| conb_1 | 1 | 3 |
| and3_4 | 0 | 2 |
| dlymetal6s2s_1 | 0 | 3 |
area by class of cell:
class              instances  area share
well taps                 46      0.1067
repair buffers            33      0.4919
diodes                     1    0.004640
inverters                  1    0.006961
multi-input cells         21      0.3898
cell families after synthesis:
logic type,after synthesis,share of synthesized area
AOI/OAI and AO/OA,6,0.2143
other,1,0.01784
buffers and inverters,10,0.3392
and+or+nand+nor,12,0.4285
what timing repair did:
action,4_1_cts,5_1_grt
pin swaps,10,9
endpoints found under the setup margin,9,9
endpoints found under the hold margin,0,0
gates resized,45,16
cloned,0,0
setup buffers,2,0
worst max-delay path by stage:
stage	start	end	slack, ns	cells past startpoint
CTS	sy[6]	paint_g[2]	0.0004	5
global route	sy[4]	paint_g[2]	0.008	6
finish	sy[4]	paint_r[2]	0.08	7
Power and IR drop assume default switching activity.

[design/flow/run.sh]
#!/bin/bash
# OpenROAD 26Q1-2900-gdf79404cd8, Yosys 0.63+post, stock flow scripts
make -C /OpenROAD-flow-scripts/flow DESIGN_CONFIG=/design/flow/config.mk WORK_HOME=/design/flow/orfs finish
[design/flow/config.mk]
export PLATFORM = sky130hd
export DESIGN_NAME = vgatestsrc
export DESIGN_NICKNAME = vgatestsrc
export VERILOG_FILES = /design/flow/design.v
export SDC_FILE = /design/flow/constraint.sdc
export NUM_CORES = 4
export LEC_CHECK = 1
export CORE_UTILIZATION = 30
[design/flow/constraint.sdc]
current_design vgatestsrc

set clk_period 8.5
set clk_io_pct 0.2

create_clock -name clk0 -period $clk_period [get_ports {i_pixclk}]

set non_clock_inputs [all_inputs -no_clocks]
set_input_delay [expr $clk_period * $clk_io_pct] -clock clk0 $non_clock_inputs
set_output_delay [expr $clk_period * $clk_io_pct] -clock clk0 [all_outputs]
[design/flow/design.v]
`default_nettype	none
module	vgatestsrc(i_pixclk, i_reset,
		i_width, i_height,
		i_rd, i_newline, i_newframe,
		o_pixel);
	parameter	BITS_PER_COLOR = 4,
			HW=12, VW=12;
	localparam	BPC = BITS_PER_COLOR,
			BITS_PER_PIXEL = 3 * BPC,
			BPP = BITS_PER_PIXEL;
	input	wire			i_pixclk, i_reset;
	input	wire	[HW-1:0]	i_width;
	input	wire	[VW-1:0]	i_height;
	input	wire		i_rd, i_newline, i_newframe;
	output	reg	[(BPP-1):0]	o_pixel;
	wire	[BPP-1:0]	white, black, purplish_blue, purple, dark_gray,
				darkest_gray, mid_white, mid_cyan, mid_magenta,
				mid_red, mid_green, mid_blue, mid_yellow;
	wire	[BPC-1:0]	midv, mid_off;
	assign	midv    = { 2'b11, {(BPC-2){1'b0}} };
	assign	mid_off = { (BPC){1'b0} };
	assign	white = {(BPP){1'b1}};
	assign	black = {(BPP){1'b0}};
	assign	purplish_blue = {
				{(BPC){1'b0}},
				3'b001,  {(BPC-3){1'b0}},
				2'b01, {(BPC-2){1'b0}} };
	assign	purple = { {2'b00, {(BPC-2){1'b1}} }, {(BPC){1'b0}},
			{ 1'b0, {(BPC-1){1'b1}} } };
	assign	dark_gray    = {(3){  { 4'b0010, {(BPC-4){1'b0}} } }};
	assign	darkest_gray = {(3){  { 4'b0001, {(BPC-4){1'b0}} } }};
	assign	mid_white   = { midv,    midv,    midv    };
	assign	mid_yellow  = { midv,    midv,    mid_off };
	assign	mid_red     = { midv,    mid_off, mid_off };
	assign	mid_green   = { mid_off, midv,    mid_off };
	assign	mid_blue    = { mid_off, mid_off, midv    };
	assign	mid_cyan    = { mid_off, midv,    midv    };
	assign	mid_magenta = { midv,    mid_off, midv    };
	reg	[HW-1:0]	hpos, hedge;
	reg	[VW-1:0]	ypos, yedge;
	reg	[3:0]		yline, hbar;
	reg	dline;
	always @(posedge i_pixclk)
	if ((i_reset)||(i_newframe)||(i_newline))
		dline <= 1'b0;
	else if (i_rd)
		dline <= 1'b1;
	always @(posedge i_pixclk)
	if ((i_reset)||(i_newframe))
	begin
		ypos  <= 0;
		yline <= 0;
		yedge <= { 4'h0, i_height[(VW-1):4] };
	end else if (i_newline)
	begin
		ypos <= ypos + { {(VW-1){1'h0}}, dline };
		if (ypos >= yedge)
		begin
			yline <= yline + 1'b1;
			yedge <= yedge + { 4'h0, i_height[(VW-1):4] };
		end
	end
	initial	hpos  = 0;
	initial	hbar  = 0;
	initial	hedge = 0;  
	always @(posedge i_pixclk)
	if ((i_reset)||(i_newline))
	begin
		hpos <= 0;
		hbar <= 0;
		hedge <= { 4'h0, i_width[(HW-1):4] };
	end else if (i_rd)
	begin
		hpos <= hpos + 1'b1;
		if (hpos >= hedge)
		begin
			hbar <= hbar + 1'b1;
			hedge <= hedge + { 4'h0, i_width[(HW-1):4] };
		end
	end
	reg	[BPP-1:0]	topbar, midbar, fatbar, gradient, pattern;
	always @(posedge i_pixclk)
	case(hbar[3:0])
	4'h0: topbar <= black;
	4'h1: topbar <= mid_white;
	4'h2: topbar <= mid_white;
	4'h3: topbar <= mid_yellow;
	4'h4: topbar <= mid_yellow;
	4'h5: topbar <= mid_cyan;
	4'h6: topbar <= mid_cyan;
	4'h7: topbar <= mid_green;
	4'h8: topbar <= mid_green;
	4'h9: topbar <= mid_magenta;
	4'ha: topbar <= mid_magenta;
	4'hb: topbar <= mid_red;
	4'hc: topbar <= mid_red;
	4'hd: topbar <= mid_blue;
	4'he: topbar <= mid_blue;
	4'hf: topbar <= black;
	endcase
	always @(posedge i_pixclk)
	case(hbar[3:0])
	4'h0: midbar <= black;
	4'h1: midbar <= mid_blue;
	4'h2: midbar <= mid_blue;
	4'h3: midbar <= black;
	4'h4: midbar <= black;
	4'h5: midbar <= mid_magenta;
	4'h6: midbar <= mid_magenta;
	4'h7: midbar <= black;
	4'h8: midbar <= black;
	4'h9: midbar <= mid_cyan;
	4'ha: midbar <= mid_cyan;
	4'hb: midbar <= black;
	4'hc: midbar <= black;
	4'hd: midbar <= mid_white;
	4'he: midbar <= mid_white;
	4'hf: midbar <= black;
	endcase
	always @(posedge i_pixclk)
	case(hbar[3:0])
	4'h0: fatbar <= black;
	4'h1: fatbar <= purplish_blue;
	4'h2: fatbar <= purplish_blue;
	4'h3: fatbar <= purplish_blue;
	4'h4: fatbar <=	white;
	4'h5: fatbar <= white;
	4'h6: fatbar <= white;
	4'h7: fatbar <= purple;
	4'h8: fatbar <= purple;
	4'h9: fatbar <= purple;
	4'ha: fatbar <= darkest_gray;
	4'hb: fatbar <= black;
	4'hc: fatbar <= dark_gray;
	4'hd: fatbar <= darkest_gray;
	4'he: fatbar <= black;
	4'hf: fatbar <= black;
	endcase
	reg	[(HW-1):0]	last_width;
	always @(posedge i_pixclk)
		last_width <= i_width;
	localparam	FRACB=16;
	reg	[(FRACB-1):0]	hfrac, h_step;
	always @(posedge i_pixclk)
	if ((i_reset)||(i_newline))
		hfrac <= 0;
	else if (i_rd)
		hfrac <= hfrac + h_step;
	always @(posedge i_pixclk)
	if ((i_reset)||(i_width != last_width))
		h_step <= 1;
	else if ((i_newline)&&(hfrac > 0))
	begin
		if (hfrac < {(FRACB){1'b1}} - { {(FRACB-HW){1'b0}}, i_width })
			h_step <= h_step + 1'b1;
		else if (hfrac < { {(FRACB-HW){1'b0}}, i_width })
			h_step <= h_step - 1'b1;
	end
	always @(posedge i_pixclk)
	case(hfrac[FRACB-1:FRACB-4])
	4'h0: gradient <= black;
	4'h1: gradient <= { 1'b0, hfrac[(FRACB-5):(FRACB-3-BPC)], {(2){mid_off}} };
	4'h2: gradient <= { 1'b1, hfrac[(FRACB-5):(FRACB-3-BPC)], {(2){mid_off}} };
	4'h3: gradient <= black;
	4'h4: gradient <= { mid_off, 1'b0, hfrac[(FRACB-5):(FRACB-3-BPC)], mid_off };
	4'h5: gradient <= { mid_off, 1'b1, hfrac[(FRACB-5):(FRACB-3-BPC)], mid_off };
	4'h6: gradient <= black;
	4'h7: gradient <= { {(2){mid_off}}, 1'b0, hfrac[(FRACB-5):(FRACB-3-BPC)] };
	4'h8: gradient <= { {(2){mid_off}}, 1'b1, hfrac[(FRACB-5):(FRACB-3-BPC)] };
	4'h9: gradient <= black;
	4'ha: gradient <= {(3){ 2'b00, hfrac[(FRACB-5):(FRACB-2-BPC)] }};
	4'hb: gradient <= {(3){ 2'b01, hfrac[(FRACB-5):(FRACB-2-BPC)] }};
	4'hc: gradient <= {(3){ 2'b10, hfrac[(FRACB-5):(FRACB-2-BPC)] }};
	4'hd: gradient <= {(3){ 2'b11, hfrac[(FRACB-5):(FRACB-2-BPC)] }};
	4'he: gradient <= black;
	4'hf: gradient <= black;
	endcase
	always @(posedge i_pixclk)
	case(yline)
	4'h0: pattern <= black;
	4'h1: pattern <= topbar;  
	4'h2: pattern <= topbar;
	4'h3: pattern <= topbar;
	4'h4: pattern <= topbar;
	4'h5: pattern <= topbar;
	4'h6: pattern <= topbar;
	4'h7: pattern <= topbar;
	4'h8: pattern <= topbar;
	4'h9: pattern <= midbar;  
	4'ha: pattern <= fatbar;  
	4'hb: pattern <= fatbar;
	4'hc: pattern <= fatbar;
	4'hd: pattern <= black;
	4'he: pattern <= gradient;
	4'hf: pattern <= black;
	endcase
	always @(posedge i_pixclk)
	if (i_newline)
		o_pixel <= white;
	else if (i_rd)
	begin
		if (hpos == i_width-12'd3)
			o_pixel <= white;
		else if ((ypos == 0)||(ypos == i_height-1))
			o_pixel <= white;
		else
			o_pixel <= pattern;
	end
endmodule
==> results.txt <==
The following summarizes the physical implementation.

Power and ir drop
The total power after layout is 1621 µW. The largest vdd supply drop is 0.1246 mV. Power spread over the standard cell area amounts to 152.4 nW/µm². The leakage power summed over all cells is 0.004481 µW.

Logic synthesis
Per Yosys stat, the portion of area used by sequential elements is 0.3358. The mean cell area of the mapped netlist is 8.817 µm². The number of cells in the yosys synthesis report is 1055. The tally of unique sky130hd cells used after synthesis is 75. The chip area from the yosys synthesis statistics is 9301 µm². In the post-synthesis netlist, the biggest area contributors are dfxtp_1 28%, ha_1 14%, xnor2_1 5.6%. The number of synthesized register bits is 148.

The netlist area before placement is 9301 µm². The largest total area in the synthesized netlist belongs to dfxtp_1. The top-area cell type share of the netlist area is 0.2841. The most frequently used flop master after synthesis is dfxtp_1.

Yosys mapped a number of flops with a built-in enable equal to 16. Counting the warning lines in the Yosys log gives 1. The synthesized netlist cell count is 1055. Of all flip-flops after synthesis, the portion carrying an async set or reset was 0.

Job
The count of warning messages emitted by the tools is 55. The number of max-capacitance violations reported is 0.

Critical path
In this run the worst path has a maximum fanout of 15. The signal on the critical path passes through clkdlybuf4s50_1 -> inv_1 -> ha_1 -> nor2_1 -> o21ai_0 -> nor3_1 -> and3_1 -> nor2_1 -> inv_1 -> ha_1 -> nor2b_1 -> o2111ai_1 -> nand4_1 -> and2_1 -> a311oi_1 -> xnor2_1 -> mux2i_1 -> nor2_1. STA classifies the critical path startpoint as an input pin. The type of destination of the critical path is a register.

The kind of cell with the highest combined delay along the critical path is buffers and inverters. The number of cells on the worst reg-to-reg path is 16. In the setup report, the worst path falls into the class input pin to register. Among all stages on the critical path, the largest delay is contributed by clkdlybuf4s50_1. The required time at the endpoint of the critical path is 8790 ps.

The data arrival time reported for the critical path is 5720 ps. By instance count, the cell type seen most on the critical path is nor2_1. For this run, the slowest stage of the critical path takes 730 ps.

The number of cells on the critical path is 18. The number of buffers and inverters on the critical path is 3.

Hold path
The number of cells on the worst hold path is listed as 1. The worst hold-check path type is register to register.

Clocking
The H-tree depth reported by CTS is 4. The total of hold buffers inserted after clock tree synthesis is 0. After clock tree synthesis, the setup repair step added 0 buffers. The clock reaches the later pin of the worst-skew pair after 430 ps. The total clock buffers created by CTS is 17.

The total clock sinks is 148. The report lists the number of cells resized after CTS as 0. The clock root buffer is clkbuf_16.

The maximum number of buffers from clock root to sink is 2. The clock slew seen by the registers of the worst setup and hold paths is 60 ps. TritonCTS built the clock tree.

Final layout
The number of fillers in the final layout is 3049. Counting only logic cells after layout, the most numerous master is dfxtp_1. The fraction of layout cells with a size suffix above 1 is 0.04662. By instance count after routing, the leading logic cell types are 132 x dfxtp_1, 120 x nor2_1, 107 x ha_1.

The final non-filler cell total is 1490. The area growth from synthesis to layout is 14.41%.

Final timing
The worst hold margin is 432.7 ps. The final timing report lists a hold violation count of 0. The number of max-slew violations in the final report is 0. The slew check shows that the tightest pin keeps a relative margin of 0.5274. The final clock skew is 11.46 ps. Endpoints with negative setup slack in the final report add up to 0. The share of the clock period used by the worst path after layout is 0.6400. Timing would allow up to 183.8 MHz. The smallest clock period supported by the final layout is computed as 5440 ps. Setup repair after global routing left no endpoint under its margin.

The pin closest to its max-slew limit shows a slew of 704.6 ps. Setup total negative slack on the finished layout was measured at 0 ps.

Route
The first detailed-routing pass ran for 5 iterations. The script logs the ratio of routed vias to standard cells as 4.806. The count of nets left with antenna violations once routing finished came out at 0.

In the final routed layout, each cell accounts on average for 13.30 µm. The number of DRC violations after detailed routing is 0. The final route contains 7161 vias. 0 antenna diodes ended up in the layout. The initial detailed-routing violation count is 398. The detailed router reported a total wirelength of 19.82 mm.

GRT
Entering global routing, the biggest net connects 36 pins. The number of global-route vias before repair is 6702. In the global route stage, overall resource usage came out at 0.1330. The initial antenna violation count is 0. The first-pass GRT wire length is 33.58 mm. The global route stage reports its total congestion overflow as 0.

Floorplanning
The width of the die is 178.1 µm. Per the OpenROAD floorplan log, the height of the die is 178.1 µm. After floorplanning, the core was sized to cover 30510 µm².

According to the I/O placement log, the pin count is 41. The effective utilization at floorplan is 0.3049. The number of placement rows is 64. The area enclosed by the die boundary is 31710 µm².

Outcome
The flow ran to the end, and the final reports show no timing, DRC or antenna violations.

Placement
Per the placement report, the placed cell count is 1458. Note, the detailed placer reported a final HPWL of 14.43 mm. At the end of routability-driven placement, the weighted congestion stood at 0.8651.

The number of I/O port buffers is 40.
[final cells by class]
class	count	area, µm²	area share
Inverter	66	247.7	0.02328
Tap cell	396	495.5	0.04656
Clock inverter	13	125.1	0.01176
Sequential cell	148	3123	0.2935
Clock buffer	19	442.9	0.04162
Multi-Input combinational cell	803	5769	0.5421
Timing Repair Buffer	45	437.9	0.04115
[cell families (layout without fill, tap and decap cells)]
logic type	after synthesis	count (layout)	synth area share
multiplexers	32	32	0.03484
XOR/XNOR	102	102	0.09605
flip-flops	148	148	0.3358
buffers and inverters	104	143	0.04452
AND/OR/NAND/NOR	336	336	0.1751
adder cells (fa/ha/maj)	111	111	0.1525
AND-OR/OR-AND	222	222	0.1612
[flip-flops by register name, indices dropped and copies added (netlist names)]
signal      cells
yline           4
h_step         16
hedge          12
midbar          3
o_pixel        12
fatbar          6
pattern        12
hbar            4
hfrac          16
dline           1
gradient       12
yedge          12
hpos           12
ypos           12
last_width     12
topbar          2
[power by group]
group          switching (µW)  internal, µW
Sequential               8.91           722
Clock                     310           414
Combinational            94.1          72.0
[cell usage after synthesis, types with 16 or more instances]
cell type,number
a21oi_1,46
nand2b_1,17
edfxtp_1,16
dfxtp_1,132
xor2_1,43
xnor2_1,59
o21ai_0,55
nand2_1,67
a21o_1,19
mux2i_1,29
clkbuf_1,29
nor2_1,120
inv_1,66
nand4_1,16
nand3_1,27
ha_1,107
nor3_1,22
[through the flow]
stage	utilization	area [µm²]	setup slack (ps)
6_report	0.3488	10640	3060
5_1_grt	0.3488	10640	2642
4_1_cts	0.3488	10640	3084
3_5_place_dp	0.3302	10070	2639
3_3_place_gp	0.3302	10070	2665
2_1_floorplan	-	9301	3836
[worst reg2reg max path: stages (launching register included)]
cell and delay [ps]:
dfxtp_1 610, ha_1 330, nor2_1 100, o21ai_0 80
nor3_1 210, and3_1 230, nor2_1 80, inv_1 400
ha_1 370, nor2b_1 160, o2111ai_1 280, nand4_1 150
and2_1 180, a311oi_1 320, xnor2_1 100, mux2i_1 130
nor2_1 50
[routing by layer]
layer | GRT usage | up-vias | routed length [µm] | share of wire
met3 | 0.02369 | 18 | 763 | 0.039
met4 | 0.01567 | 0 | 277 | 0.014
met1 | 0.2060 | 3254 | 10320 | 0.52
met2 | 0.2001 | 105 | 8457 | 0.43
met5 | 0 | - | 0 | 0
li1 | - | 3784 | - | -
[path summary, 6_finish.rpt]
check	startpoint	end	slack, ps
max	i_width[10]	h_step[14]	3060
min	gradient[6]	pattern[6]	430
max reg2reg	hfrac[10]	h_step[14]	4560
min reg2reg	gradient[6]	pattern[6]	430
Power and IR drop assume default switching activity.

File: run.sh
#!/bin/bash
# OpenROAD 26Q1-2900-gdf79404cd8, Yosys 0.63+post, stock flow scripts
make -C /OpenROAD-flow-scripts/flow DESIGN_CONFIG=/design/flow/config.mk WORK_HOME=/design/flow/orfs finish
File: config.mk
export PLATFORM = sky130hd
export DESIGN_NAME = bounce
export DESIGN_NICKNAME = bounce
export VERILOG_FILES = /design/flow/design.v
export SDC_FILE = /design/flow/constraint.sdc
export NUM_CORES = 4
export LEC_CHECK = 1
export CORE_UTILIZATION = 30
File: constraint.sdc
current_design bounce

set clk_period 6.2
set clk_io_pct 0.2

create_clock -name clk0 -period $clk_period [get_ports {clk_pix}]

set non_clock_inputs [all_inputs -no_clocks]
set_input_delay [expr $clk_period * $clk_io_pct] -clock clk0 $non_clock_inputs
set_output_delay [expr $clk_period * $clk_io_pct] -clock clk0 [all_outputs]
File: design.v
`default_nettype none
`timescale 1ns / 1ps
localparam CORDW = 10;   
module bounce (
    input       logic clk_pix,          
    input       logic [CORDW-1:0] sx,   
    input       logic [CORDW-1:0] sy,   
    output      logic [3:0] paint_r,   
    output      logic [3:0] paint_g,   
    output      logic [3:0] paint_b    
    );
    localparam H_RES = 640;   
    localparam V_RES = 480;   
    logic frame;   
    always_comb frame = (sy == V_RES && sx == 0);
    localparam FRAME_NUM = 1;   
    logic [$clog2(FRAME_NUM):0] cnt_frame;   
    always_ff @(posedge clk_pix) begin
        if (frame) cnt_frame <= (cnt_frame == FRAME_NUM-1) ? 0 : cnt_frame + 1;
    end
    localparam Q_SIZE = 200;    
    logic [CORDW-1:0] qx, qy;   
    logic qdx, qdy;             
    logic [CORDW-1:0] qs = 2;   
    always_ff @(posedge clk_pix) begin
        if (frame && cnt_frame == 0) begin
            if (qdx == 0) begin   
                if (qx + Q_SIZE + qs >= H_RES-1) begin   
                    qx <= H_RES - Q_SIZE - 1;   
                    qdx <= 1;   
                end else qx <= qx + qs;   
            end else begin   
                if (qx < qs) begin   
                    qx <= 0;   
                    qdx <= 0;   
                end else qx <= qx - qs;   
            end
            if (qdy == 0) begin   
                if (qy + Q_SIZE + qs >= V_RES-1) begin   
                    qy <= V_RES - Q_SIZE - 1;   
                    qdy <= 1;   
                end else qy <= qy + qs;   
            end else begin   
                if (qy < qs) begin   
                    qy <= 0;   
                    qdy <= 0;   
                end else qy <= qy - qs;   
            end
        end
    end
    logic square;
    always_comb begin
        square = (sx >= qx) && (sx < qx + Q_SIZE) && (sy >= qy) && (sy < qy + Q_SIZE);
    end
    always_comb begin
        paint_r = (square) ? 4'hF : 4'h1;
        paint_g = (square) ? 4'hF : 4'h3;
        paint_b = (square) ? 4'hF : 4'h7;
    end
endmodule
==> flow_summary.json <==
{
  "fmax_ghz": 0.192,
  "finalWeightedCongestion": 0.862,
  "p_leak_nw": 1.28,
  "finalCritPeriodShare_pct": 83.8,
  "insertion_delay_ns": 0.27,
  "vias_per_cell": 5.26,
  "drt_iter0_drc": 179,
  "synthMuxAreaShare_pct": 0.661,
  "final_cell_area_mm2": 0.00337,
  "dp_cells": 505,
  "synth.area.top_cells": "edfxtp_1 23%, ha_1 17%, o21ai_0 4.3%",
  "dp_hpwl_um": 5520,
  "grt_antenna_before_repair": 0,
  "die-height_um": 103,
  "chip_area_mm2": 0.0105,
  "grt.total_usage_pct": 13.8,
  "cts_tree": "done",
  "syn_to_final_growth_pct": 11.2,
  "cts_max_level": 1,
  "grt_max_degree": 23,
  "port-buffer-count": 26,
  "path_max_fanout": 6,
  "wl_per_cell_um": 13.6,
  "rsz0062_at_grt": "false",
  "path_clk_slew_ns": 0.08,
  "p_switching_w": 0.0000662,
  "required_ns": 4.96,
  "io_pins": 33,
  "ys_sh_aoi_pct": 25.7,
  "drc": 0,
  "hp-start": "qy[9]",
  "syn-instance-count": 369,
  "final-max-slew-violation-count": 0,
  "combPwrFrac_pct": 13.5,
  "finalWorstSetupSlack_ns": 1.00,
  "regArea_um2": 691,
  "tool_warnings": 33,
  "grt_pass1_vias": 2419,
  "finalPower_w": 0.000304,
  "ys_warn_count": 1,
  "num_antenna_cells": 0,
  "status": "completed",
  "num_rows": 36,
  "power.internal_w": 0.000238,
  "ant_nets": 0,
  "synth_top_flop_cell": "edfxtp_1",
  "logic_family": "AND-OR/OR-AND gates",
  "placedInstanceArea_mm2": 0.00332,
  "dieWidth_um": 103,
  "syn_area_mm2": 0.00303,
  "grt_pass1_wl_um": 11600,
  "clkPwrFrac_pct": 31.3,
  "ys_cells": 369,
  "max_slew.worst_pin.slew_ns": 0.686,
  "yosysTopAreaCellShare_pct": 22.8,
  "xor_share_pct": 4.34,
  "cts_setup_buffers": 0,
  "swShare_pct": 21.8,
  "synth-adder-area-share_pct": 16.8,
  "drive_gt1_share_pct": 3.72,
  "ys.flops": 23,
  "cts_hold_buf": 0,
  "avgSynthCellArea_um2": 8.21,
  "max_cap_violations": 0,
  "initial_utilization_pct": 31.0,
  "clock-sinks": 23,
  "finClkSkew_ns": 0.00343,
  "cp.arrival_ns": 3.96,
  "core_region_area_mm2": 0.00977,
  "fin_cells": 509,
  "yosys.cell_types.count": 65,
  "pwr_density_cell_mw_per_mm2": 90.4,
  "hold_path.class": "reg2reg",
  "clockRootBuffer": "clkbuf_8",
  "layout_min_cycle_time_ns": 5.20,
  "timing.rr.start": "qy[3]",
  "start_kind": "primary input",
  "irDropWorstVdd_mv": 0.0489,
  "ys_sh_simple_pct": 19.9,
  "end_kind": "output port",
  "startpoint": "sx[1]",
  "numCtsBuffers": 3,
  "finalHoldViolations": 0,
  "first_pass_iters": 4,
  "max_slew_margin_pct": 53.8,
  "largest_area_cell": "edfxtp_1",
  "yosysChipArea_mm2": 0.00303,
  "grt_overflow_total": 0,
  "async_flop_share_pct": 0,
  "setup_viol": 0,
  "ys_seq_share_pct": 22.8,
  "fin_setup_tns_ns": 0,
  "cts.repair.resized": 0,
  "routed_wl_um": 6930,
  "fillers": 1017,
  "critPathKind": "in2out",
  "pwr-share-seq_pct": 55.3,
  "pre_cts_ws_ns": 0.979,
  "vias": 2678,
  "clock_path_buffers": 2,
  "synth-edff-count": 23,
  "mi_logic_area_mm2": 0.00208
}
-- through the flow --
stage | hold slack, ns | utilization [%]
final | 0.682 | 34.5
after detailed placement | 0.665 | 34.0
after CTS | 0.689 | 34.5
after global placement | 0.664 | 34.0
after floorplan | 0.598 | -
after global routing | 0.742 | 34.5
-- kinds of logic after synthesis --
kind of cell	after synthesis
AND/OR/NAND/NOR	114
AND-OR/OR-AND	111
buffers and inverters	61
adder cells (fa/ha/maj)	41
flip-flops	23
XOR/XNOR	15
other	2
multiplexers	2
-- cell usage after synthesis, drive strengths merged, types with 3 or more instances --
cell     count
buf         21
o22ai        4
a21oi       21
or3          3
o21ai       26
nor4         4
xnor2       14
nand2       21
a211oi       5
a221oi       6
ha          40
or4          3
a21o         8
nor2        25
nand3       12
o2111ai      5
edfxtp      23
nor2b        7
nor3        17
o211ai       4
nand2b       5
o21a         3
a311oi       3
clkbuf       9
nand4        7
inv         29
-- final cells by class --
| class | instances | share of cell area (%) |
|---|---|---|
| well taps | 133 | 4.94 |
| repair buffers | 28 | 8.17 |
| inverters | 31 | 3.45 |
| flip-flops and latches | 23 | 20.5 |
| multi-input cells | 290 | 61.6 |
| clock buffers | 4 | 1.34 |
-- path summary, 6_finish.rpt --
path | end | slack, ns | cells past startpoint
worst max-delay path | paint_r[3] | 1.00 | 10
worst min-delay path | qy[9] | 0.68 | 2
worst max register to register | qy[6] | 3.08 | 9
worst min register to register | qy[9] | 0.68 | 2
-- critical path, cell delays in order --
cell and delay [ns]:
clkdlybuf4s50_1 0.43, ha_1 0.32, nor2b_1 0.14, o2111ai_1 0.17, a31oi_1 0.11, a211oi_1 0.24, maj3_1 0.21, a221oi_1 0.08
nor3_1 0.46, clkdlybuf4s50_1 0.56
-- per-layer routing --
metal | vias up | share of wire (%) | track usage [%]
met5 | - | 0 | 0
met1 | 1226 | 52 | 22.6
met3 | 4 | 3.7 | 0.276
met2 | 63 | 44 | 21.7
met4 | 0 | 0.82 | 1.10
li1 | 1385 | - | -
-- cell usage in the layout (no fill, tap or decap), types with 3 or more instances in the layout --
master	count
a21o_1	8
nand4_1	7
a221oi_1	6
inv_1	29
clkdlybuf4s50_1	26
nand2_1	21
o2111ai_1	5
conb_1	7
o21a_1	3
clkbuf_8	3
nand3_1	12
or3_1	3
xnor2_1	14
a211oi_1	5
nand2b_1	5
ha_1	40
o22ai_1	4
o21ai_0	26
nor3_1	16
o211ai_1	4
nor4_1	3
or4_1	3
nor2_1	25
nor2b_1	7
edfxtp_1	23
a21oi_1	20
-- power by group through the flow --
stage     Sequential (W)  Clock (W)  Combinational, W
4_1_cts         0.000168   0.000100         0.0000414
5_1_grt         0.000168   0.000106         0.0000466
6_report        0.000168  0.0000952         0.0000411
-- registers in the layout, indices dropped and copies added, names as in the netlist --
register / cells
qdy: 1
qdx: 1
cnt_frame: 1
qy: 10
qx: 10
Power is estimated from default activity; no workload was simulated.
